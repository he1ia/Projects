[./constraint.sdc]
current_design ClockGen

set clk_period 1.7
set clk_io_pct 0.2

create_clock -name clk0 -period $clk_period [get_ports {Clock}]

set non_clock_inputs [all_inputs -no_clocks]
set_input_delay [expr $clk_period * $clk_io_pct] -clock clk0 $non_clock_inputs
set_output_delay [expr $clk_period * $clk_io_pct] -clock clk0 [all_outputs]
[./config.mk]
export PLATFORM = sky130hd
export DESIGN_NAME = ClockGen
export DESIGN_NICKNAME = ClockGen
export VERILOG_FILES = /design/flow/design.v
export SDC_FILE = /design/flow/constraint.sdc
export NUM_CORES = 4
export LEC_CHECK = 1
export CORE_AREA = 10 10 74 74
export DIE_AREA = 0 0 84 84
[./design.v]
module ClockGen #(
		parameter ClockRate=10000000,  
		parameter BaudRate=9600)
		(input Clock,
		output reg RecClock,
		output reg TranClock);
parameter RecMaxRate=ClockRate/(2*8*BaudRate);
parameter TranMaxRate=ClockRate/(2*BaudRate);
parameter RecWid= $clog2(RecMaxRate);
parameter TranWid= $clog2(TranMaxRate);
reg [RecWid-1:0] RecCounter=0;
reg [TranWid-1:0] TranCounter=0;
initial begin
    RecClock= 1'b0;
    TranClock= 1'b0;
end
always @(posedge Clock) begin
    if (RecCounter == RecMaxRate[RecWid-1:0]) begin
        RecCounter = 0;
        RecClock = ~RecClock;
    end 
    else begin
        RecCounter = RecCounter + 1'b1;
    end
    if (TranCounter == TranMaxRate[TranWid-1:0]) begin
        TranCounter = 0;
        TranClock = ~TranClock;
    end 
    else begin
        TranCounter = TranCounter + 1'b1;
    end
end
endmodule
[./run.sh]
#!/bin/bash
# OpenROAD 26Q1-2900-gdf79404cd8, Yosys 0.63+post, stock flow scripts
make -C /OpenROAD-flow-scripts/flow DESIGN_CONFIG=/design/flow/config.mk WORK_HOME=/design/flow/orfs finish
==> results.py <==
# Physical implementation metrics
metrics = {
    "place": {
        "dpl.cell_count": 127,
        "post-place-ws_ns": 0.2319,
        "buffer_ports.inserted": 2,
        "detailed_place_hpwl_um": 804,
        "detailed_place.area_um2": 859.6,
        "routability_congestion_estimate": 0.7972,
    },
    "final_timing": {
        "fmaxAchievable_mhz": 678.1,
        "slew_viols_final": 0,
        "timing_hold_violations_final": 0,
        "unrepaired_setup_endpoints_after_global_routing": "false",
        "fin_worst_hold_slack_ns": 0.4858,
        "max_slew.worst_pin.slew_ns": 0.2474,
        "setup_viol_count_final": 0,
        "skew_ns": 0.004456,
        "max_slew_margin_pct": 83.49,
        "min_period_over_period_pct": 86.75,
        "setup_ws_ns": 0.2252,
        "layout_min_cycle_time_ns": 1.475,
        "setup_tns_ns": 0,
    },
    "clock_network": {
        "clkTransAtPathRegs_ns": 0.07,
        "clock_sinks": 19,
        "cts_resized": 0,
        "tritoncts": "yes",
        "clock_tree.root_cell": "sky130_fd_sc_hd__clkbuf_8",
        "clock_tree.buffer_depth": 2,
        "clock_latency_ns": 0.25,
        "cts_setup_buffers": 0,
        "cts.hold.buffers_added": 0,
        "cts_buffers": 3,
        "cts_htree_levels": 1,
    },
    "detailed_routing": {
        "avgRoutedWirePerCell_um": 8.458,
        "vias_per_cell": 3.794,
        "drtAntennaViolNets": 0,
        "drt-total-wl_um": 1108,
        "drc_violation_total_after_the_first_tritonroute_iteration": 31,
        "detail_route.drc_violations": 0,
        "route.vias.total": 497,
        "diodes": 0,
        "drt_first_pass_iters": 4,
    },
    "power": {
        "leakage_nw": 0.3429,
        "total_power_uw": 759.3,
        "internal_power_uw": 613.9,
        "sequentialPowerShare_pct": 59.4,
        "switching_share_pct": 19.15,
        "powerDensity_nw_per_um2": 838.2,
        "comb_power_share_pct": 0,
        "worst_ir_drop_vdd_mv": 0.6536,
        "power.clock.fraction_pct": 40.6,
        "power.switching_uw": 145.4,
    },
    "setup_path": {
        "crit_path_start_kind": "flip-flop",
        "largest_stage_delay_on_the_critical_path_ns": 0.54,
        "worstPathArrival_ns": 1.42,
        "criticalPathCategory": "flip-flop to flip-flop",
        "wp_data_required_ns": 1.64,
        "r2r_setup_slack_ns": 0.23,
        "timing.critical_path.slowest_stage_cell": "sky130_fd_sc_hd__or4b_4",
        "cp_cell_sequence": "or4b_4, nor3b_4",
        "end_kind": "flip-flop",
        "crit_fanout": 5,
    },
    "final_layout": {
        "final_cell_count_no_fill": 131,
        "post-route-cell-area_um2": 905.9,
        "finalCoreUtilization_pct": 22.81,
        "area_growth_pct": 16.03,
        "layout-drive-gt1-share_pct": 9.877,
    },
    "floorplanning": {
        "io-pin-count": 3,
        "chipArea_um2": 7056,
        "die.size.x_um": 84,
        "floorplanUtilization_pct": 19.66,
        "die_h_um": 84,
        "core_area_um2": 3971,
        "fp-row-count": 23,
    },
    "status": {
        "outcome": "completed",
    },
    "global_route": {
        "groute.usage.overall_pct": 3.395,
        "via_count_of_the_first_global_routing_pass": 498,
        "gr-total-overflow": 0,
        "grt_antenna_before_repair": 0,
        "grt_start_max_net_pins": 12,
        "wire_length_of_the_first_global_routing_pass_um": 2111,
    },
    "yosys": {
        "synth-seq-cells": 19,
        "syn_area_per_cell_um2": 10.27,
        "yosys_warning_count": 1,
        "netlist-cell-type-count": 24,
        "netlist.area_leader.share_pct": 43.59,
        "synthCells": 76,
        "post_synth_instance_area_um2": 780.7,
        "ys_area_um2": 780.7,
        "synth_stat.cells": 76,
        "post-synth-top-area-cell": "sky130_fd_sc_hd__dfxtp_1",
        "proportion_of_synthesized_chip_area_in_sequential_cells_pct": 51.28,
        "ys_top_cells_by_area": "sky130_fd_sc_hd__dfxtp_1 (44%), sky130_fd_sc_hd__xnor2_1 (7.9%), sky130_fd_sc_hd__edfxtp_1 (7.7%), sky130_fd_sc_hd__ha_1 (6.4%), sky130_fd_sc_hd__nor2_1 (5.3%)",
    },
    "worst_hold_path": {
        "hold_class": "flip-flop to flip-flop",
    },
    "run": {
        "maxCapViolCount": 0,
        "warning_total_across_the_stage_logs": 27,
    },
}
-- power by group through the flow --
stage	Combinational, mW	Sequential, mW	Clock, mW
6_report	0.000000157	0.451	0.308
5_1_grt	0.000000157	0.451	0.346
4_1_cts	0.000000157	0.451	0.318
-- per-layer routing --
metal	share of wire [%]	track usage [%]	up-vias
met4	0.36	0.1522	0
met3	8.5	1.870	2
li1	-	-	267
met2	39	4.878	10
met1	52	4.567	218
met5	0	0	-
-- layout by cell type (no fill, tap or decap), drive strengths merged --
cell            n
nor3b           1
edfxtp          2
nor2           11
nand3           6
xnor2           7
inv             6
and4            1
or4             1
clkbuf          3
xor2            4
clkdlybuf4s50   2
nor3            1
ha              4
or4b            1
nand2           3
or3             1
clkinv          1
and3            1
nand4           2
dfxtp          17
o21ai           1
nor4bb          1
nor2b           1
a21oi           2
o31ai           1
-- path summary, 6_finish.rpt --
| path | start | end | cells after the start |
|---|---|---|---|
| min | RecCounter[0] | RecCounter[0] | 1 |
| max reg2reg | RecCounter[2] | RecClock | 2 |
| max | RecCounter[2] | RecClock | 2 |
| min reg2reg | RecCounter[0] | RecCounter[0] | 1 |
-- layout make-up --
| cell class | instances | area, um2 |
|---|---|---|
| Multi-Input combinational cell | 50 | 354.1 |
| Tap cell | 50 | 62.56 |
| Fill cell | 428 | 3065 |
| Clock buffer | 3 | 41.29 |
| Sequential cell | 19 | 400.4 |
| Inverter | 6 | 22.52 |
| Clock inverter | 1 | 5.005 |
| Timing Repair Buffer | 2 | 20.02 |
-- synthesized netlist by cell type, drive strengths merged --
master,number
a21oi,2
and3,1
and4,1
clkbuf,1
dfxtp,17
edfxtp,2
ha,4
inv,6
nand2,3
nand3,6
nand4,2
nor2,11
nor2b,1
nor3,1
nor3b,1
nor4bb,1
o21ai,1
o31ai,1
or3,1
or4,1
or4b,1
xnor2,7
xor2,4
-- worst max-delay path: cells and delay by family, from the launching register on --
| kind | cells | cell delay (ns) |
|---|---|---|
| and+or+nand+nor | 2 | 0.81 |
| DFF | 1 | 0.35 |
-- registers in the layout, summed over array words and instances, names as in the netlist --
register / count
TranCounter: 10
RecCounter: 7
RecClock: 1
TranClock: 1
-- cell families (layout without fill, tap and decap cells) --
group                    count (synthesis)  count (layout)  synth area share (%)
AND/OR/NAND/NOR                         31              31                 23.72
AND-OR/OR-AND                            4               4                 2.884
XOR/XNOR                                11              11                 12.34
flip-flops                              19              19                 51.28
adder cells (fa/ha/maj)                  4               4                 6.411
buffers and inverters                    7              12                 3.365
Power and IR drop assume default switching activity.
