## /design/flow/constraint.sdc

```tcl
current_design Transmitter

set clk_period 4.1
set clk_io_pct 0.2

create_clock -name clk0 -period $clk_period [get_ports {Clock}]

set non_clock_inputs [all_inputs -no_clocks]
set_input_delay [expr $clk_period * $clk_io_pct] -clock clk0 $non_clock_inputs
set_output_delay [expr $clk_period * $clk_io_pct] -clock clk0 [all_outputs]
```

## /design/flow/run.sh

```bash
#!/bin/bash
# OpenROAD 26Q1-2900-gdf79404cd8, Yosys 0.63+post, stock flow scripts
make -C /OpenROAD-flow-scripts/flow DESIGN_CONFIG=/design/flow/config.mk WORK_HOME=/design/flow/orfs finish
```

## /design/flow/design.v

```verilog
module Transmitter(input Clock,
		input Reset,
		input TxDataLoad,
		input [7:0] TxDataIn,
		output reg TxDataOut,
		output reg TxDone);
parameter [1:0] idle=2'b00;
parameter [1:0] start=2'b01;
parameter [1:0] send=2'b10;
parameter [1:0] stop=2'b11;
reg [1:0] state;
integer i=0;
reg [7:0] inputt;
initial begin
	state<=2'b00;
end
always @(posedge Clock) begin
	case(state)
	2'b00: begin  
		TxDataOut<=1'b1;
		TxDone<=1'b0;
		i<=0;
		inputt<=8'b0;
		if(TxDataLoad) begin
			state<= 2'b01;
			inputt<=TxDataIn;
		end
	end
	2'b01: begin  
		TxDataOut<=1'b0;
		state<= 2'b10;
		i<=0;
	end
	2'b10: begin  
		TxDataOut<= inputt[i];
		if (i==7) begin
			i<=0;
			state<=2'b11;
		end
		else
			i<=i+1;
	end
	2'b11: begin  
		TxDone<=1'b1;
		inputt<=8'b0;
		state<=2'b00;
	end
	default: state<= 2'b00;
	endcase
end
endmodule
```

## /design/flow/config.mk

```make
export PLATFORM = sky130hd
export DESIGN_NAME = Transmitter
export DESIGN_NICKNAME = Transmitter
export VERILOG_FILES = /design/flow/design.v
export SDC_FILE = /design/flow/constraint.sdc
export NUM_CORES = 4
export LEC_CHECK = 1
export CORE_UTILIZATION = 40
```

==> reports/metrics.cfg <==
[clock_network]
clk_path_buf_depth=2
cts.repair.resized=0
cts_root_buf=clkbuf_8
ctsHoldBuffers=0
clock_sinks=44
cts_tree=built
post_cts_buffers=0
path_clk_slew_ns=0.08
cts-htree-levels=2
cts_made_buffers=5
clk_latency_ns=0.30

[routing]
drt_iter0_markers=134
ant_nets=0
vias_per_cell=5.71
first_pass_iters=4
post_drt_wl_per_cell_um=15.0
drt_wl_total_mm=4.68
remaining_drc_errors=0
insertedDiodeCount=0
num_vias=1775

[place]
place_congestion=0.797
dp_hpwl_mm=3.14
placedCellCount=303
port_buffers=11
dpl-instance-area_sq_um=2670

[final_timing]
whs_ns=0.659
rsz0062_at_grt=false
fin_crit_sh_pct=58.2
slew_viol_final=0
fin_skew_ns=0.00368
tns_ns=0
fmax_mhz=419
worstMarginPinSlew_ns=0.622
final_hold_viol_count=0
setup_viol=0
slew_headroom_pct=58.6
finalCriticalPeriod_ns=2.38

[layout]
synthToLayoutAreaGrowth_pct=11.8
fin_area_sq_um=2780
final_cells=311
drive_gt1_share_pct=7.63

[grt]
grt_first_pass_wirelength_mm=7.93
grt_max_degree=34
use_met1_pct=28.8
gr-usage-met3_pct=2.96
grt_antenna_before_repair=0
grt_busiest_layer=met1
met2_usage_pct=23.2
grt.overflow.total=0
grt_usage_pct=16.4
grt_pass1_vias=1626

[power]
p_per_area_nw_per_um2=648
power.total_mw=1.80
peakVddDrop_uv=462
p_leak_nw=0.918

[synthesis]
ys_types=30
ys.flop_type=edfxtp_1
area_leaders=edfxtp_1, o31ai_1, or4_1, ha_1, a21oi_1
ys_warn_count=1
most_common_cell=edfxtp_1
synthCells=227
syn_avg_cell_area_sq_um=10.9
common_cells=edfxtp_1, nor2_1, a21oi_1
top_area_share_pct=53.2
top_area_cell=edfxtp_1
yosys_cells=227
edf_count=44
syn_area_sq_um=2480
async_flop_share_pct=0
synth_seq_share_pct=53.2
ys_seq_elements=44
ys_area_sq_um=2480

[die]
fp.dieH_um=80.8
die-area_sq_um=6530
ios=13
die_w_um=80.8
rows=28
core_sq_um=5960
fp-utilization_pct=41.7

[critical_path]
crit_chain=ha_1, and2_1, nand3_1, o31ai_4, buf_4, nor2_1
path_max_fanout=25
worst-setup-path-type=flip-flop to flip-flop
critPathArrivalTime_ns=2.43
cp.required_ns=4.15
worstSetupStartpoint=i[0]$_SDFFCE_PP0P_
max_stage_delay_ns=0.47
worst_path_max_delay_cell=edfxtp_1
critPathCaptureType=flip-flop
critPathLaunchType=flip-flop
reg2reg_from=i[0]$_SDFFCE_PP0P_

[worst_hold_path]
holdCritPathClass=flip-flop to flip-flop
hp-start=i[14]$_SDFFCE_PP0P_

[flow_run]
max_cap_violations=0
log.warning_count=31

[status]
status=completed

==> worst max-delay path: cells and delay by family (launching register included) <==
family | cells | cell delay, ns
AND-OR/OR-AND | 1 | 0.47
adder cells (fa/ha/maj) | 1 | 0.24
buffers and inverters | 1 | 0.37
flip-flops | 1 | 0.47
AND/OR/NAND/NOR | 3 | 0.58
==> metrics by stage <==
step                      util [%]  setup WS, ns
after floorplan                  -          2.01
after global placement        44.8          1.69
after detailed placement      44.8          1.69
after CTS                     46.6          1.68
after global routing          46.6          1.50
final                         46.6          1.72
==> layer usage <==
metal / share of wire [%] / up-vias
met5: 0 / -
met2: 43 / 28
met3: 3.1 / 5
met1: 53 / 855
met4: 1.4 / 0
li1: - / 887
==> power breakdown <==
part | internal, mW | total (mW) | switching [mW]
sequential | 0.781 | 0.965 | 0.184
combinational | 0.208 | 0.502 | 0.294
clock | 0.180 | 0.333 | 0.153
total | 1.17 | 1.80 | 0.632
==> cells in the final DEF (no fill, tap or decap), types with 2 or more instances in the layout <==
cell | synthesis | final
edfxtp_1 | 44 | 44
nor2_1 | 19 | 19
a21oi_1 | 16 | 16
nand2_1 | 14 | 14
o31ai_1 | 13 | 12
or4_1 | 12 | 12
and2_1 | 11 | 11
clkdlybuf4s50_1 | 0 | 11
nand4_1 | 10 | 10
nand3_1 | 9 | 9
nor4_1 | 9 | 9
and3_1 | 7 | 7
inv_1 | 7 | 7
xor2_1 | 7 | 7
ha_1 | 7 | 7
xnor2_1 | 6 | 6
and4_1 | 5 | 5
clkbuf_8 | 0 | 5
or3_1 | 4 | 4
o21ai_0 | 3 | 3
nand4_2 | 2 | 2
mux4_2 | 2 | 2
buf_4 | 0 | 2
==> sequential cells by signal, summed over array words and instances (netlist names) <==
name       flops
inputt         8
TxDone         1
TxDataOut      1
state          2
i             32
==> area by class of cell <==
cell class | instances | area, sq um
Clock inverter | 3 | 42.5
Multi-Input combinational cell | 164 | 1100
Sequential cell | 44 | 1320
Timing Repair Buffer | 13 | 125
Fill cell | 556 | 3180
Tap cell | 75 | 93.8
Clock buffer | 5 | 68.8
Inverter | 7 | 26.3
==> final timing paths <==
check,to,cells past startpoint,slack (ns)
worst max-delay path,i[12]$_SDFFCE_PP0P_,6,1.72
worst min-delay path,i[14]$_SDFFCE_PP0P_,2,0.66
worst max register to register,i[12]$_SDFFCE_PP0P_,6,1.72
worst min register to register,i[14]$_SDFFCE_PP0P_,2,0.66
==> cell families after synthesis <==
logic type                 count (synthesis)  share of synthesized area (%)
and+or+nand+nor                          104                           24.0
xor gates and xnor gates                  13                           4.58
buffers and inverters                     19                           3.07
muxes                                      3                           2.22
adders and majority gates                  7                           3.53
AOI/OAI and AO/OA                         37                           9.42
DFF                                       44                           53.2
Power is estimated from default activity; no workload was simulated.
